$ cat ./run.sh
#!/bin/bash
# OpenROAD 26Q1-2900-gdf79404cd8, Yosys 0.63+post, stock flow scripts
make -C /OpenROAD-flow-scripts/flow DESIGN_CONFIG=/design/flow/config.mk WORK_HOME=/design/flow/orfs finish
$ cat ./config.mk
export PLATFORM = sky130hd
export DESIGN_NAME = nvme_registers
export DESIGN_NICKNAME = nvme_registers
export VERILOG_FILES = /design/flow/design.v
export SDC_FILE = /design/flow/constraint.sdc
export NUM_CORES = 4
export LEC_CHECK = 1
export CORE_UTILIZATION = 50
$ cat ./constraint.sdc
current_design nvme_registers

set clk_period 1.3
set clk_io_pct 0.2

create_clock -name clk0 -period $clk_period [get_ports {clk}]

set non_clock_inputs [all_inputs -no_clocks]
set_input_delay [expr $clk_period * $clk_io_pct] -clock clk0 $non_clock_inputs
set_output_delay [expr $clk_period * $clk_io_pct] -clock clk0 [all_outputs]
$ cat ./design.v
module nvme_registers (
    input wire clk,
    input wire reset_n,
    input wire [15:0] addr,
    input wire [31:0] wr_data,
    input wire wr_en,
    output reg [31:0] rd_data,
    output wire [4:0] mqes,        
    output wire [3:0] cqr,         
    output wire [7:0] ams,         
    output wire [3:0] to,          
    output wire [3:0] dstrd,       
    output wire [15:0] nssrs,      
    output wire css_nvm,           
    output wire [6:0] mpsmin,      
    output wire [6:0] mpsmax,      
    output wire [3:0] EN,
    output wire [2:0] CSS,
    output wire [2:0] MPS,
    output wire [3:0] AMS,
    output wire SHN,
    output wire RDY,
    output wire [2:0] CFS,
    output wire SHST,
    output wire [11:0] ASQS,
    output wire [11:0] ACQS
);
localparam CAP_MQES = 16'h0001;
localparam CAP_CQR = 1'b0;
localparam CAP_AMS = 8'b01000000;
localparam CAP_TO = 8'b00000001;  
localparam CAP_DSTRD = 4'b0000;
localparam CAP_NSSRS = 1'b0;
localparam CAP_CSS_NVM = 1'b1;
localparam CAP_MPSMIN = 4'b0001;
localparam CAP_MPSMAX = 4'b0000;
localparam CC_EN = 4'b0000;
localparam CC_CSS = 3'b000;
localparam CC_MPS = 3'b000;
localparam CC_AMS = 4'b0000;
localparam CC_SHN = 2'b00;
localparam CSTS_RDY = 1'b0;
localparam CSTS_CFS = 3'b000;
localparam CSTS_SHST = 2'b00;
localparam AQA_ASQS = 12'b0000_0000_0001;
localparam AQA_ACQS = 12'b0000_0000_0001;
reg [63:0] CAP;   
reg [31:0] CC;    
reg [31:0] CSTS;  
reg [31:0] AQA;   
reg [63:0] ASQ;   
reg [63:0] ACQ;   
assign mqes = CAP[15:0];
assign cqr = CAP[16];
assign ams = CAP[18:11];
assign to = CAP[23:20];
assign dstrd = CAP[27:24];
assign nssrs = CAP[36];
assign css_nvm = CAP[37];
assign mpsmin = CAP[51:45];
assign mpsmax = CAP[57:52];
always @(posedge clk or negedge reset_n) begin
    if (!reset_n) begin
        CAP <= {3'b0, CAP_MPSMAX, CAP_MPSMIN, CAP_CSS_NVM, CAP_NSSRS, CAP_DSTRD, CAP_TO, CAP_AMS, CAP_CQR, CAP_MQES};
        CC <= {16'b0, CC_SHN, CC_AMS, 1'b0, CC_MPS, 1'b0, CC_CSS, CC_EN};
        CSTS <= {26'b0, CSTS_SHST, 1'b0, CSTS_CFS, CSTS_RDY};
        AQA <= {4'b0, AQA_ACQS, 4'b0, AQA_ASQS};
        ASQ <= 64'h0000_0000_0000_0000;
        ACQ <= 64'h0000_0000_0000_0000;
    end else begin
        if (wr_en) begin
            case (addr)
                16'h0014: CC <= wr_data;
                16'h0024: AQA <= wr_data;
                16'h0028: ASQ[31:0] <= wr_data;
                16'h002C: ASQ[63:32] <= wr_data;
                16'h0030: ACQ[31:0] <= wr_data;
                16'h0034: ACQ[63:32] <= wr_data;
            endcase
        end
        case (addr)
            16'h0000: rd_data <= CAP[31:0];
            16'h0004: rd_data <= CAP[63:32];
            16'h0014: rd_data <= CC;
            16'h001C: rd_data <= CSTS;
            16'h0024: rd_data <= AQA;
            16'h0028: rd_data <= ASQ[31:0];
            16'h002C: rd_data <= ASQ[63:32];
            16'h0030: rd_data <= ACQ[31:0];
            16'h0034: rd_data <= ACQ[63:32];
            default: rd_data <= 32'h0000_0000;
        endcase
    end
end
endmodule
==> results.txt <==
impl run done, here's what came out: total grt overflow 0, Setup WS post-layout -0.4780 ns, largest net degree at the start of global routing 33, cell area after layout 14430 um2, Clock Root Buffer clkbuf_16, vias in the first global route 6885, Sum Neg Setup Slack -124.75 ns, Crit Path Max Fanout 7, vias post-DR 6731, Final period util 136.8%, Crit path required time 1.69 ns, fmax 0.5624 GHz, Setup Skew 0.007233 ns, Syn Area/Cell 14.19 um2, fp util 51.81%, Final ANT Viol Nets 0, Die Wd 144.9 um, pins over their slew limit 0, Tmin final 1.778 ns, Core ar. 19720 um2, DRT Pass-1 Iters 5, CTS clk-pin slew, worst paths 0.06 ns, max cap viols 0, met2 usage 41.25%, Setup crit end kind flop, GRT Total Usage 27.94%, Yosys Chip Area 10220 um2, first-pass GRT wire length 42.08 mm, drt total wl 29.11 mm, 1st-iter DRT viols 333, pre-CTS setup slack -1.344 ns, Synth Cell Area 10220 um2, M1 GR Usage 42.38%, RSZ-0062 raised after global routing yes, Distinct lib cells used 31, Top Usage Layer GRT met1, placement row count 51, Leakage 6.858 nW, post-DP HPWL 14.28 mm, antenna violations before repair 0, TritonCTS clock tree built, placed instance area 11710 um2, Via density 5.591, violated checks setup timing, Critical Path AT 2.17 ns, tightest slew margin relative to the limit 29.49%, wire per inst 24.18 um, worst-skew pair later-pin latency 0.51 ns, Chip Area 21010 um2, CP Class input port to flop, final setup violation count 378, OpenROAD warnings 28, worst-margin pin slew 1.048 ns, Max Root-Sink Buffers 3, Hold Path Class input port to flop, Layout area overhead 41.21%, final hold viol count 0, worst vdd ir 0.0008667 V, share of layout cells above drive strength 1 52.72%, WHS 0.4038 ns, YS warnings 45, Synth Instances 720, ys cells 720, Synthesized registers 224, run status finished with violations, # IOs 183, Top cells excl fill/tap dfrtp_1 (190), mux2_4 (190), conb_1 (100), GPL Wtd Cong 0.8159, clock sinks 224, H-tree levels 1, DRC 0, die y size 144.9 um, Antenna Diode Count 0, PD cells 1006 nW/um2, input/output buffers 82, Total Power 14.51 mW, Post-synth seq share 56.46%, Fill cells 1156, grt met3 use 9.647%, TritonCTS Buffers 24, Critical Path Source Type input port
[worst max-delay path, cell delays in order]
cell	delay, ns
buf_6	0.09
or4_4	0.57
or2_4	0.32
nor3_4	0.25
buf_6	0.17
clkbuf_16	0.19
mux2_4	0.31
[synthesized netlist by cell type, drive strengths merged]
library cell | n | area, um2
nor4bb | 1 | 10.01
or2 | 1 | 8.760
nor4 | 9 | 92.59
dfrtp | 190 | 4755
edfxtp | 32 | 960.9
a22o | 1 | 8.760
dfstp | 2 | 52.55
conb | 2 | 7.510
nor3 | 6 | 63.81
a22oi | 93 | 698.2
nand3 | 32 | 160.2
nand2b | 1 | 6.260
nand2 | 4 | 17.52
a21o | 4 | 30.03
or4b | 4 | 40.04
mux2 | 192 | 2252
or4bb | 2 | 22.52
clkbuf | 12 | 45.04
a222oi | 1 | 10.01
or4 | 3 | 22.52
and2 | 1 | 6.260
buf | 127 | 945.9
[through the flow]
stage               utilization, %  cells
CTS                          69.89   1187
finish                       73.16   1204
global route                 73.16   1204
detailed placement           59.39   1095
global placement             59.39   1095
floorplan                        -    818
[what timing repair did]
item / 4_1_cts / 5_1_grt
hold endpoints to repair: 71 / 71
gates resized: 359 / 119
hold buffers: 1 / 1
cloned: 19 / 10
pin swaps: 40 / 61
setup endpoints to repair: 256 / 387
setup buffers: 28 / 21
[routing by layer]
layer  vias to the layer above  wire [um]
li1                       2879          -
met1                      3478      12470
met2                       306      13400
met3                        68       2252
met4                         0        993
met5                         -          0
[final cells by class]
cell class / count / area, um2 / area share, %
Sequential cell: 224 / 5768 / 39.98
Clock inverter: 2 / 35.03 / 0.2428
Clock buffer: 42 / 760.7 / 5.273
Timing Repair Buffer: 216 / 2633 / 18.25
Tap cell: 265 / 331.6 / 2.298
Multi-Input combinational cell: 455 / 4898 / 33.95
[logic make-up after synthesis]
group                  count (synthesis)  share of synthesized area [%]
other                                  2                        0.07351
AND/OR/NAND/NOR                       64                          4.409
AND-OR/OR-AND                         99                          7.312
flip-flops                           224                          56.46
multiplexers                         192                          22.05
buffers and inverters                139                          9.700
[final timing paths]
path,from,depth (start not counted),to,slack (ns)
setup / recovery,addr[11],7,AQA[8],-0.48
hold / removal,addr[5],6,rd_data[7],0.40
setup reg to reg,ACQ[25],3,rd_data[25],0.21
hold reg to reg,ACQ[52],1,ACQ[52],0.51
max in group asynchronous,reset_n,4,ACQ[17],-0.27
min in group asynchronous,reset_n,2,CC[9],0.50
[report_power, final]
part	total (mW)	switching [mW]	internal (mW)
Combinational	0.597	0.328	0.270
Sequential	7.16	0.0135	7.15
Clock	6.75	2.61	4.14
Total	14.5	2.96	11.6
[sequential cells by signal, indices dropped and copies added (netlist names)]
register and flops:
ACQ 64, AQA 32, rd_data 32, CC 32
ASQ 64
Power is estimated from default activity; no workload was simulated.
